==> /design/flow/config.mk <==
export PLATFORM = sky130hd
export DESIGN_NAME = top
export DESIGN_NICKNAME = top
export VERILOG_FILES = /design/flow/design.v
export SDC_FILE = /design/flow/constraint.sdc
export NUM_CORES = 4
export LEC_CHECK = 1
export CORE_UTILIZATION = 30
==> /design/flow/constraint.sdc <==
current_design top

set clk_period 2.3
set clk_io_pct 0.2

create_clock -name clk0 -period $clk_period [get_ports {clk}]

set non_clock_inputs [all_inputs -no_clocks]
set_input_delay [expr $clk_period * $clk_io_pct] -clock clk0 $non_clock_inputs
set_output_delay [expr $clk_period * $clk_io_pct] -clock clk0 [all_outputs]
==> /design/flow/design.v <==
`timescale 1ns / 1ps
module btn_debouncer(
        input logic btn, clk,
        output logic debounced_btn
    );
    logic clock_out;
    clockDiv div(clk,clock_out);
    typedef enum logic [1:0] {idle, debounce, stall} tstate;
        tstate [1:0] state;
    always_ff @(posedge clock_out) begin
       case (state)
        idle: begin
            debounced_btn <= 0;
            if(btn) begin
                state<=debounce;
            end
            else if (!btn) begin
                state <= idle;
            end
        end  
        debounce: begin
            debounced_btn <= 1;
            state<=stall;
        end 
        stall: begin
            debounced_btn <= 0;
            if( btn) begin
                debounced_btn <= 0;
            end
            else begin
                state <= idle;
            end
        end   
        endcase
    end
endmodule
`timescale 1ns / 1ps
module clockDiv(clock_in,clock_out
    );
    parameter baud_rate = 9600;
        input clock_in; 
        output reg clock_out; 
        reg[27:0] counter;
        always @(posedge clock_in)
        begin
            counter <= counter + 1;
            if(counter>=(100_000_000/baud_rate))
            begin
                counter <= 0;
                clock_out <= ~clock_out;
            end
        end
endmodule
module top( 
      input logic clk,
      input logic rst,
      input logic [7:0] data,
      input logic BTNC,
      input logic BTND,
      input logic received,
      output logic transmitted,
      output logic [7:0] RXBUF,
      output logic [7:0] TXREG
    );
   logic Rdone, Tdone;
   uart_tx transmitter(
       clk, rst, data, BTNC, BTND, Tdone, transmitted, TXREG
   );
   uart_rx receiver(
    clk, rst, received, Rdone, RXBUF
   );
endmodule
`timescale 1ns / 1ps
module uart_rx(
	input logic clk,
	input logic rst,
	input logic txbit,
	output logic done,
	output logic [7:0] RXBUF
	);
	typedef enum logic {idle, receive} tstate;
	tstate state;
	logic [3:0] bitcntr;
	logic clock_out;
	logic [7:0] Rdata1;
    logic [7:0] Rdata2;
    logic [7:0] Rdata3;
    logic [7:0] Rdata4;
	clockDiv div(clk,clock_out);
	always_ff @(posedge clock_out) begin
    	if (rst) begin
        	state <= idle;
        	done <= 1'b0;
    	end
    	else begin
        	case (state)
            	idle: begin
            	    RXBUF <= Rdata4;
                	done <= 1'b0;
                	bitcntr <=0;
                  	if(!txbit) begin
                    	state<=receive;
                  	end
            	end
            	receive: begin
                    RXBUF[bitcntr] <= txbit;
                    bitcntr<=bitcntr+1;
                    if(bitcntr==7) begin
                        Rdata3 <= Rdata4;
                        Rdata2 <= Rdata3;
                        Rdata1 <= Rdata2;
                        Rdata4 <= RXBUF;
                        done <= 1'b1;
                        state <= idle;
                    end
            	end
        	endcase
    	end
	end
endmodule
module uart_tx(
	input logic clk,
	input logic rst,
	input logic [7:0] data,
	input logic BTNC,
	input logic BTND,
	output logic done,
	output logic tx,
	output logic [7:0] TXREG
	);
	typedef enum logic {idle, transmit} typename;
	typename state;
	logic [3:0] bitcntr;
	logic clock_out;
	logic [10:0]data_hold = 0;
	logic BTND_db;
	logic BTNC_db;
	logic btnDcntr;
    logic [7:0] Tdata1;
    logic [7:0] Tdata2;
    logic [7:0] Tdata3;
    logic [7:0] Tdata4;
    logic [31:0] Tdata;
    clockDiv div(clk,clock_out);
    btn_debouncer btn_dbcr (BTND, clk, BTND_db);
    btn_debouncer btn_dbcr2 (BTNC, clk, BTNC_db);
	always_ff @(posedge clock_out) begin
    	if (rst) begin
        	state <= idle;
        	done <= 1'b0;
    	end
    	else begin
        	case (state)
            	idle: begin
            	    btnDcntr <= 0;
            	    bitcntr <=0;
                	done <= 1'b0;
                	tx <= 1'b1;
                  	if(BTND_db) begin
                       Tdata3 <= Tdata4;
                       Tdata2 <= Tdata3;
                       Tdata1 <= Tdata2;
                       Tdata4 <= data;
                       TXREG <= data;
                  	end
                  	if(BTNC_db) begin
                  	    data_hold <= {1'b1, 1'b1, Tdata1, 1'b0};
                    	state<=transmit;
                    	bitcntr <=0;
                  	end
            	end
            	transmit: begin
                    tx <= data_hold[bitcntr];
                    bitcntr<=bitcntr+1;
                    if(bitcntr==10) begin
                        done <= 1'b1;
                        state <= idle;
                    end
            	end
        	endcase
    	end
	end
endmodule
==> /design/flow/run.sh <==
#!/bin/bash
# OpenROAD 26Q1-2900-gdf79404cd8, Yosys 0.63+post, stock flow scripts
make -C /OpenROAD-flow-scripts/flow DESIGN_CONFIG=/design/flow/config.mk WORK_HOME=/design/flow/orfs finish
==> deck_impl_summary.md <==
Flow Results at a Glance

Outcome
  – Status: finished clean

Finish
  – Flop area: 4560 µm²
  – Gate Area: 2270 µm²
  – Filler cells: 2088
  – Area Overhead vs Synth: 21.1%
  – Share of layout cells above drive strength 1: 7.38%
  – Final Non-Filler Cells: a little over 900
  – Finished Core Util: a little under two fifths

Timing
  – Worst slew pin tran: 0.727 ns
  – Register pins left without a clock: 76
  – Period utilization: 85.5%
  – Clock Skew: approximately 0.0074 ns
  – Unrepaired setup endpoints after global routing: false
  – Final setup vio count: 0
  – Peak Freq: 0.509 GHz
  – Endpoints left unconstrained: 160
  – Total negative slack: 0 ns
  – Pins over their slew limit: 0
  – Minimum clock period after layout: 1.97 ns
  – Max_slew headroom: 51.5%
  – Fin Hold WS: 0.476 ns
  – Fin. Hold Viols: 0

Clock network
  – Clock latency (worst-skew pair): 0.40 ns
  – # hold bufs at CTS: 0
  – Setup bufs post-CTS: 0
  – CTS resizes: 0
  – Cts bufs inserted: 17
  – Clock Pin Slew Worst Setup and Hold Paths: approximately 0.05 ns
  – CTS root buf: clkbuf_16
  – Clk buf depth: 2
  – CTS H-tree depth: 4
  – TritonCTS clock tree: yes

Synth
  – Yosys Chip Area: 6810 µm²
  – Register share after synthesis: 67.1%
  – Mapped Avg Cell Area: 12.6 µm²
  – Synthesized instance count: 541
  – Cell type with the largest total area: dfxtp_1
  – Complex Gates by Area: 5.26%
  – Post-synth EDFFs: around 72
  – Adder-cell share of the synthesized area: 2.76%
  – Commonest cells in the netlist: 120 x dfxtp_1, 81 x nor2_1, 72 x edfxtp_1
  – Yosys top cell area share: 35.3%
  – Synth logic family: simple AND/OR/NAND/NOR gates
  – Registers, synthesis: approximately 190
  – Top_reg_cell synth: dfxtp_1
  – Basic Gates by Area: 14.8%
  – Xor+xnor area frac: 6.18%
  – Biggest area cells: dfxtp_1 35%, edfxtp_1 32%, nor2_1 4.5%
  – Synthesis Warnings: 4
  – Unique cell types: 40
  – Ys async rst share: 0%
  – Yosys cell count: 541
  – Mapped Area: approximately 7000 µm²
  – Post-synth mux share: approximately 1.1%
  – Most numerous cell in the Yosys netlist: dfxtp_1

Drt
  – Vias per cell: slightly above 4
  – Ant. Diodes: 0
  – Antenna-violating nets left: 0
  – DR iter-0 viols: 175
  – DR pass1 iterations: 6
  – Vias: 3811
  – Drt drc: 0
  – Final wirelength: 9260 µm
  – Routed len/inst: 9.95 µm

Setup path
  – CP cell instances: or4_4, a2111oi_4, o2111ai_2
  – Critical path data arrival time: 1.98 ns
  – Worst Path Class, Setup: flip-flop to flip-flop
  – CP Capture Type: flip-flop
  – Crit path required time: about 2.3 ns
  – Crit path max fanout: 15
  – Slowest CP cell: or4_4
  – Critical path launch point type: flip-flop
  – Critical Path Max Stage Delay: about 0.53 ns

Global routing
  – Met3 usage: 2.41%
  – Global Route met2 Usage: 13.3%
  – Initial antenna violation count: 0
  – Busiest layer in global routing: met2
  – First-pass GRT wire length: 16600 µm
  – Largest net degree at the start of global routing: ~49
  – Total gr overflow: 0
  – Met1 Use GR: 13.2%
  – GRT Total Usage: 8.71%
  – Vias in the first global route: 3667

Pwr
  – VDD IR max: 608 µV
  – Switch Pwr: 913 µW
  – Switching share of power: 18.8%
  – Part of the power in registers: 43.3%
  – Clock Power Share: 55.5%
  – Pwr dens: 590 nW/µm²
  – Gate power share: 1.2%
  – Internal power: 3.95 mW
  – Leakage power: approximately 2.9 nW

Placement
  – Post-DP HPWL: 6030 µm
  – Dpl cells: 898
  – Port bufs: 29
  – Gp weighted congestion: 0.765

Floorplanning
  – I/O pin count: 30
  – Die x size: ~150 µm
  – Die Y: 153 µm
  – # rows: approximately 54
  – Total die area: 23300 µm²
  – Core ar.: 22000 µm²
  – Fp_density: 30.9%

Flow run
  – Max Cap Viol: 0
  – Number of OpenROAD warnings: 38

Hold path
  – Hold WC Path Type: flip-flop to flip-flop
==> cell families (layout without fill, tap and decap cells) <==
kind of cell | after synthesis | in the layout
AND-OR/OR-AND | 41 | 41
flip-flops | 192 | 192
XOR/XNOR | 48 | 48
adder cells (fa/ha/maj) | 15 | 15
other | 2 | 57
multiplexers | 5 | 5
buffers and inverters | 41 | 95
AND/OR/NAND/NOR | 197 | 197
==> routing by layer <==
metal	share of wire [%]	vias up
met3	3.2	4
li1	-	2035
met1	52	1731
met4	0.62	0
met2	44	41
met5	0	-
==> power groups by stage <==
stage	clock network (mW)	logic [mW]	registers, mW
final	2.70	0.0576	2.11
after CTS	2.77	0.0593	2.11
after global routing	2.88	0.0681	2.11
==> flip-flops by register name, indices dropped and copies added (netlist names), 3 cells and up <==
register                           count
receiver.div.counter                  28
transmitter.btn_dbcr.div.counter      28
transmitter.btn_dbcr2.div.counter     28
transmitter.div.counter               28
transmitter.data_hold                  9
receiver.RXBUF                         8
receiver.Rdata4                        8
transmitter.Tdata1                     8
transmitter.Tdata2                     8
transmitter.Tdata3                     8
transmitter.Tdata4                     8
receiver.bitcntr                       4
transmitter.bitcntr                    4
transmitter.btn_dbcr.state             3
transmitter.btn_dbcr2.state            3
==> cells in the final DEF (no fill, tap or decap), types with 10 or more instances in the layout <==
cell type,instances
a31oi_1,10
clkbuf_16,17
clkdlybuf4s50_1,29
conb_1,57
dfxtp_1,120
edfxtp_1,72
ha_1,15
inv_1,29
nand2_1,11
nand3_1,19
nand4_1,12
nor2_1,81
nor4_1,14
xnor2_1,28
xor2_1,20
==> stage by stage <==
| step | power [mW] | worst slack [ns] | instance area, µm² |
|---|---|---|---|
| 2_1_floorplan | 2.17 | 0.522 | 7010 |
| 3_3_place_gp | 2.20 | 0.314 | 7620 |
| 3_5_place_dp | 2.21 | 0.301 | 7620 |
| 4_1_cts | 4.94 | 0.289 | 8240 |
| 5_1_grt | 5.06 | 0.190 | 8240 |
| 6_report | 4.87 | 0.335 | 8240 |
==> final cells by class <==
type,count,share of cell area (%)
Inverter,29,1.32
Multi-Input combinational cell,363,27.5
Timing Repair Buffer,34,3.98
Clock inverter,13,2.19
Sequential cell,192,55.4
Tap cell,280,4.25
Clock buffer,19,5.37
==> final timing paths <==
| path | startpoint | endpoint | slack, ns | depth (start not counted) |
|---|---|---|---|---|
| worst max-delay path | transmitter.div.counter[23]$_SDFF_PP0_ | transmitter.div.clock_out$_DFFE_PP_ | 0.33 | 3 |
| worst min-delay path | transmitter.btn_dbcr2.div.counter[0]$_SDFF_PP0_ | transmitter.btn_dbcr2.div.counter[0]$_SDFF_PP0_ | 0.48 | 1 |
| worst max register to register | transmitter.div.counter[23]$_SDFF_PP0_ | transmitter.div.clock_out$_DFFE_PP_ | 0.33 | 3 |
| worst min register to register | transmitter.btn_dbcr2.div.counter[0]$_SDFF_PP0_ | transmitter.btn_dbcr2.div.counter[0]$_SDFF_PP0_ | 0.48 | 1 |
==> worst max-delay path: cells and delay by family (launching register included) <==
family	cells	cell delay (ns)
AOI/OAI and AO/OA	2	0.74
DFF	1	0.29
and+or+nand+nor	1	0.53
Power figures rest on the tool's default switching activity, not on a simulated workload.
